## flow/config.mk

```make
export PLATFORM = sky130hd
export DESIGN_NAME = GCD
export DESIGN_NICKNAME = GCD
export VERILOG_FILES = /design/flow/design.v
export SDC_FILE = /design/flow/constraint.sdc
export NUM_CORES = 4
export LEC_CHECK = 1
export CORE_AREA = 10 10 107 107
export DIE_AREA = 0 0 117 117
```

## flow/constraint.sdc

```tcl
current_design GCD

set clk_period 4.7
set clk_io_pct 0.2

create_clock -name clk0 -period $clk_period [get_ports {clk}]

set non_clock_inputs [all_inputs -no_clocks]
set_input_delay [expr $clk_period * $clk_io_pct] -clock clk0 $non_clock_inputs
set_output_delay [expr $clk_period * $clk_io_pct] -clock clk0 [all_outputs]
```

## flow/design.v

```verilog
`timescale 1ns/1ps
module GCD (
  input  start, clk, rst_n,
  input  [8-1:0] inport,
  output done,
  output [8-1:0] outport
  );
wire load_A, load_B, load_R, M2_sel, M3_sel;
wire [1:0] M1_sel;
wire C_1, C_2;
Controller Controller (
  .start(start),
  .C_1(C_1),
  .C_2(C_2),
  .rst_n(rst_n),
  .clk(clk),
  .load_A(load_A),
  .load_B(load_B),
  .load_R(load_R),
  .M1_sel (M1_sel),
  .M2_sel (M2_sel),
  .M3_sel (M3_sel),
  .done(done)
);
Datapath Datapath (
  .inport(inport),
  .load_A(load_A),
  .load_B(load_B),
  .load_R(load_R),
  .M1_sel (M1_sel),
  .M2_sel (M2_sel),
  .M3_sel (M3_sel),
  .clk(clk),
  .rst_n(rst_n),
  .outport(outport),
  .C_1(C_1),
  .C_2(C_2)
);
endmodule
module Controller (
  input start, C_1, C_2 , rst_n, clk,
  output reg load_A, load_B, load_R, M2_sel, M3_sel, done,
  output reg [1:0] M1_sel
  );
reg [2:0] Current_State, Next_State;
always @(posedge clk or negedge rst_n) begin
  if(!rst_n)
    Current_State <= 3'b000;
  else
    Current_State <= Next_State;
end
always @(*) begin
  case (Current_State)
  3'b000: begin
    if(!start)
      Next_State = 3'b000;
    else
      Next_State = 3'b001;
  end
  3'b001: begin
    Next_State = 3'b010;
  end
  3'b010: begin
    Next_State = 3'b011;
  end
  3'b011: begin
    if(!C_1)
      Next_State = 3'b101;
    else
      Next_State = 3'b100;
  end
  3'b100: begin
    Next_State = 3'b011;
  end
  3'b101: begin
    if(!C_2)
      Next_State = 3'b111;
    else
      Next_State = 3'b110;
  end
  3'b110: begin
    Next_State = 3'b011;
  end
  3'b111: begin
    Next_State = 3'b000;
  end
  endcase
end
always @(*) begin
  case (Current_State)
  3'b000: begin
    load_A = 1'b0;
    load_B = 1'b0;
    load_R = 1'b0;
    M1_sel = 2'b00;
    M2_sel = 1'b0;
    M3_sel = 1'b0;
    done = 1'b0;
  end
  3'b001: begin
    load_A = 1'b1;
    load_B = 1'b0;
    load_R = 1'b0;
    M1_sel = 2'b01;
    M2_sel = 1'b0;
    M3_sel = 1'b0;
    done = 1'b0;
  end
  3'b010: begin
    load_A = 1'b0;
    load_B = 1'b1;
    load_R = 1'b0;
    M1_sel = 2'b00;
    M2_sel = 1'b0;
    M3_sel = 1'b0;
    done = 1'b0;
  end
  3'b011: begin
    load_A = 1'b0;
    load_B = 1'b0;
    load_R = 1'b0;
    M1_sel = 2'b00;
    M2_sel = 1'b0;
    M3_sel = 1'b0;
    done = 1'b0;
  end
  3'b100: begin
    load_A = 1'b1;
    load_B = 1'b0;
    load_R = 1'b0;
    M1_sel = 2'b00;
    M2_sel = 1'b0;
    M3_sel = 1'b0;
    done = 1'b0;
  end
  3'b101: begin
    load_A = 1'b0;
    load_B = 1'b0;
    load_R = 1'b1;
    M1_sel = 2'b00;
    M2_sel = 1'b0;
    M3_sel = 1'b1;
    done = 1'b0;
  end
  3'b110: begin
    load_A = 1'b1;
    load_B = 1'b1;
    load_R = 1'b0;
    M1_sel = 2'b10;
    M2_sel = 1'b1;
    M3_sel = 1'b0;
    done = 1'b0;
  end
  3'b111: begin
    load_A = 1'b0;
    load_B = 1'b0;
    load_R = 1'b0;
    M1_sel = 2'b00;
    M2_sel = 1'b0;
    M3_sel = 1'b0;
    done = 1'b1;
  end
  endcase
end
endmodule
module Datapath (
  input  [8-1:0] inport,
  input load_A, load_B, load_R, M2_sel, M3_sel,
  input [1:0] M1_sel,
  input  clk, rst_n,
  output [8-1:0] outport,
  output C_1, C_2
  );
wire [8-1:0] M1_OUT, M2_OUT, M3_OUT, Fsub, A_reg, B_reg, R_reg;
Register A (
  .D(M1_OUT),
  .reset(rst_n),
  .clk(clk),
  .load(load_A),
  .Q(A_reg)
);
Register B (
  .D(M2_OUT),
  .reset(rst_n),
  .clk(clk),
  .load(load_B),
  .Q(B_reg)
);
Register R (
  .D(A_reg),
  .reset(rst_n),
  .clk(clk),
  .load(load_R),
  .Q(R_reg)
);
MUX3 M1 (
  .A(Fsub),
  .B(inport),
  .C(B_reg),
  .S(M1_sel),
  .Y(M1_OUT)
);
MUX2 M2 (
  .A(inport),
  .B(R_reg),
  .S(M2_sel),
  .Y(M2_OUT)
);
MUX2 M3 (
  .A(B_reg),
  .B(8'd0),
  .S(M3_sel),
  .Y(M3_OUT)
);
Sub FU1 (
  .A(A_reg),
  .B(B_reg),
  .Sub(Fsub)
);
Compare FU2(
  .A(A_reg),
  .B(M3_OUT),
  .C_1(C_1),
  .C_2(C_2)
);
assign outport = B_reg;
endmodule
module Register (
  input  [8-1:0] D,
  input  reset, clk, load,
  output reg [8-1:0] Q
  );
  always @(posedge clk or negedge reset) begin
  if(!reset)
    Q <= 8'b0;
  else if(load)
    Q <= D;
  end
endmodule
module MUX2 (
  input [8-1:0] A, B,
  input  S,
  output reg [8-1:0] Y
  );
  always @(*) begin
  case (S)
    1'b0: Y = A;
    1'b1: Y = B;
  endcase
  end
endmodule
module MUX3 (
  input  [8-1:0] A, B, C,
  input  [1:0] S,
  output reg [8-1:0] Y
  );
  always @(*) begin
  case (S)
    2'b00: Y = A;
    2'b01: Y = B;
    2'b10: Y = C;
    default : Y = A;
  endcase
  end
endmodule
module Sub (
  input  [8-1:0] A, B,
  output [8-1:0] Sub
  );
  assign Sub = A - B;
endmodule
module Compare (
  input [8-1:0] A, B,
  output reg C_1, C_2
  );
  always @(*) begin
  if( A >= B )
    C_1 = 1'b1;
  else
    C_1 = 1'b0;
  if( A == B )
   C_2 = 1'b0;
  else
   C_2 = 1'b1;
  end
endmodule
```

## flow/run.sh

```bash
#!/bin/bash
# OpenROAD 26Q1-2900-gdf79404cd8, Yosys 0.63+post, stock flow scripts
make -C /OpenROAD-flow-scripts/flow DESIGN_CONFIG=/design/flow/config.mk WORK_HOME=/design/flow/orfs finish
```

==> run summary <==
Hpwl dp: 3217 µm
Main flop type: dfrtp_1
Clock Tree Root: clkbuf_8
First-pass GRT wire length: 7472 µm
CTS Sinks: 27
Die span in y: 117 µm
Launching element type of the critical path: register
Initial DRC Count: 92
Worst-path cell with the longest stage delay: dfrtp_1
Status: complete, no violations
Seq cells post-synth: 27
IR drop worst, VDD: 0.1371 mV
Fp util: 19.95%
Register area share after synthesis: 36.83%
Number of global-route vias before repair: 1478
CTS clk-pin slew, worst paths: 0.09 ns
Initial antenna violation count: 0
Via count: 1446
Number of port buffers: 19
Post_cts resized: 0
Area of the core: 9196 µm²
GRT overflow: 0
Slew margin rel.: 44.10%
Distinct lib cells: 41
Synth Instances: 205
Synth Area in Compound Gates: 16.30%
Sequential power share: 33.3%
Synth Area in Adders: 11.32%
Min-Delay Path Class: register to register
Die Wd: 117 µm
IO Pins: 20
Total Routed Length: 4342 µm
Basic Gates by Area: 19.92%
CP max FO: 21
Max-cap violations: 0
Buf/Inv on CP: 1
Most frequent logic cell in the layout: nand2_1
GP Congestion: 0.8755
Setup Crit Path Kind: register to primary output
CTS tree: yes
NetSw: 684.4 µW
Clock power frac: 8.6%
Clk_skew: 0.005279 ns
Sw Share: 44.13%
Cell Rows: 35
Mapped cell area: 1834 µm²
Critical-path cell list: and3_1, clkdlybuf4s50_1
Latest clock arrival within the worst-skew pair: 0.27 ns
Fin util: 23.56%
Cell internal pwr: 866.4 µW
Worst-margin pin slew: 0.8384 ns
Htree depth: 1
Post-CTS setup buffer count: 0
Tool warnings: 25
# hold bufs at CTS: 0
CTS Buf Count: 3
Die Size: 13690 µm²
Register area: 675.6 µm²
Async SR Flop Fraction: 100.0%
TNS Setup: 0 ns
Pre-Repair DR Iteration Count: 4
Power Dens Cells: 715.6 nW/µm²
Largest net degree at the start of global routing: 28
EDFF count, synth: 0
Remaining DRCs: 0
Avg Inst Size Synth: 8.948 µm²
Combinational power share: 58.2%
CP delay by family, top: flip-flops
Via/cell ratio: 4.355
Ys Warns: 5
Final Max Tran Viols: 0
CP Capture Type: primary output
Ant diodes: 0
Cycle use final: 60.45%
FILL cells: 984
Share of layout cells above drive strength 1: 8.145%
Routed Antenna Nets: 0
Final Critical Period: 2.841 ns
Max Freq: 0.3520 GHz
CP arrival: 1.90 ns
Max incr delay on CP: 0.90 ns
Wire per inst: 13.08 µm
Yosys xor share: 1.910%
CP required: 3.76 ns
Mux frac, synth: 9.209%
Yosys Instances: 205
Global-route usage over all layers: 6.705%
Most common logic cells in the final layout: 31 x nand2_1, 27 x dfrtp_1, 21 x o21ai_0, 19 x clkdlybuf4s50_1, 17 x nor2_1
Comb area leader: simple AND/OR/NAND/NOR gates
RSZ-0062 raised after global routing: no
Max Root-Sink Buffers: 2
Area of the multi-input gates: 1076 µm²
Synthesis-to-layout area growth: 18.14%
Chip Area, Yosys: 1834 µm²
Final Setup Violations: 0
Fin. Hold Viols: 0
Pleak: 0.9023 nW
## metrics by stage
| step | power [mW] | hold WS [ns] | std cells | setup slack [ns] | cell area, µm² |
|---|---|---|---|---|---|
| 4_1_cts | 1.564 | 0.4965 | 332 | 1.828 | 2167 |
| 3_5_place_dp | 1.420 | 0.4745 | 328 | 2.003 | 2122 |
| 3_3_place_gp | 1.412 | 0.4707 | 328 | 2.051 | 2122 |
| 2_1_floorplan | 1.172 | 0.4496 | 205 | 2.550 | 1834 |
| 5_1_grt | 1.746 | 0.5219 | 332 | 1.668 | 2167 |
| 6_report | 1.551 | 0.4961 | 332 | 1.859 | 2167 |
## power by group through the flow
stage	registers, mW	clock network [mW]	logic [mW]
CTS	0.515	0.139	0.910
global route	0.544	0.149	1.05
finish	0.516	0.133	0.902
## tightest hold or removal path: cells and delay by family, from the launching register on
kind / cells / cell delay, ns
flip-flops: 1 / 0.36
AND-OR/OR-AND: 1 / 0.06
AND/OR/NAND/NOR: 1 / 0.04
## cell usage after synthesis, types with 3 or more instances
cell       n  share of area (%)
o21ai_0   21                5.7
buf_2      3               0.82
inv_1      9                1.8
mux2_2     7                4.3
mux2i_1    9                4.9
ha_1      15                 10
nand2_1   31                6.3
nor2b_1    5                1.7
o31ai_1    3                1.2
dfrtp_1   27                 37
a31oi_1    3                1.0
a21oi_1   12                3.3
nand4_1    3                1.0
clkbuf_1   3               0.61
nand2b_1   4                1.4
nor2_1    17                3.5
## final cells by class
cell class                      count  share of cell area [%]
Tap cell                          111                   6.409
Clock buffer                        4                   2.079
Timing Repair Buffer               20                   9.122
Sequential cell                    27                   31.18
Multi-Input combinational cell    161                   49.65
Inverter                            9                   1.559
## path summary, 6_finish.rpt
path                       cells after the start                     endpoint                   startpoint  slack [ns]
max in group asynchronous                      2              Datapath.R.Q[6]                        rst_n        3.40
min in group asynchronous                      2              Datapath.R.Q[3]                        rst_n        1.04
hold reg to reg                                2              Datapath.R.Q[0]              Datapath.R.Q[0]        0.50
setup / recovery                               2                         done  Controller.Current_State[2]        1.86
hold / removal                                 2              Datapath.R.Q[0]              Datapath.R.Q[0]        0.50
setup reg to reg                               9  Controller.Current_State[0]  Controller.Current_State[1]        1.93
## state kept, by name, summed over array words and instances, names as in the netlist
register	cells
Datapath.B.Q	8
Datapath.A.Q	8
Controller.Current_State	3
Datapath.R.Q	8
## layer usage
metal  track usage [%]  up-vias  part of all wire [%]  wire length (µm)
met4            0.9061        0                   1.2                54
met5                 0        -                     0                 0
met1             9.701      677                    51              2220
met3             1.238        2                   4.2               182
met2             10.50       22                    43              1884
li1                  -      745                     -                 -
## cells by family after synthesis
kind of cell | count (synthesis)
xor+xnor | 4
flops | 27
buf+inv | 17
fa+ha+maj | 16
mux | 16
simple gates | 75
compound gates | 50
No activity file was given, so power comes from the tool's default toggle rates.
