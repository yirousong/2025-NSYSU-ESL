==> /design/flow/design.v <==
module Mul(A, B, Mul);
    input signed [9-1:0] A, B;
    output [9-1:0] Mul;
    wire s;
    wire [7:0] N;
    assign {s, Mul, N} = A * B;
endmodule
==> /design/flow/run.sh <==
#!/bin/bash
# OpenROAD 26Q1-2900-gdf79404cd8, Yosys 0.63+post, stock flow scripts
make -C /OpenROAD-flow-scripts/flow DESIGN_CONFIG=/design/flow/config.mk WORK_HOME=/design/flow/orfs finish
==> /design/flow/config.mk <==
export PLATFORM = sky130hd
export DESIGN_NAME = Mul
export DESIGN_NICKNAME = Mul
export VERILOG_FILES = /design/flow/design.v
export SDC_FILE = /design/flow/constraint.sdc
export NUM_CORES = 4
export LEC_CHECK = 1
export CORE_UTILIZATION = 50
==> /design/flow/constraint.sdc <==
current_design Mul

set clk_period 8.6
set clk_io_pct 0.2

create_clock -name clk0 -period $clk_period

set non_clock_inputs [all_inputs -no_clocks]
set_input_delay [expr $clk_period * $clk_io_pct] -clock clk0 $non_clock_inputs
set_output_delay [expr $clk_period * $clk_io_pct] -clock clk0 [all_outputs]
==> insert_results.sql <==
-- implementation run metrics
INSERT INTO impl_metrics (metric_group, metric, value, unit) VALUES
('outcome', 'outcome', 'completed', ''),
('place', 'io_buffer_count', '27', ''),
('drt', 'route.final.wire_length', '5480', 'µm'),
('global_routing', 'largest_net_degree_at_the_start_of_global_routing', '10', ''),
('pwr', 'vdd_ir_drop_max', '683', 'µV'),
('yosys', 'synth-warning-count', '0', ''),
('clocking', 'ctsHoldBuffers', '0', ''),
('yosys', 'synth.largest_area_cell', 'fa_1', ''),
('setup_path', 'crit_buf_inv', '3', ''),
('place', 'pre_cts_ws', '-0.108', 'ns'),
('drt', 'drt_first_pass_iters', '4', ''),
('yosys', 'synth_cell_type_count', '29', ''),
('run', 'openroad.warnings', '33', ''),
('min_path', 'min-delay-path-class', 'input pin to primary output', ''),
('setup_path', 'cp_common_cell', 'fa_1', ''),
('setup_path', 'critical_path.slowest_cell', 'fa_1', ''),
('drt', 'drc', '0', ''),
('floorplan', 'die_area', '5780', 'µm²'),
('sta', 'setup_repair_after_global_routing_missed_its_margin', 'true', ''),
('setup_path', 'setup.worst_path.class', 'input pin to primary output', ''),
('sta', 'slew_viols_final', '0', ''),
('sta', 'hold_violations', '0', ''),
('yosys', 'synthTopCellsByArea', 'fa_1 (48%), ha_1 (14%), inv_1 (9.5%)', ''),
('finish', 'synthToLayoutAreaGrowth', '23.0', '%'),
('floorplan', 'design.core.area', '5200', 'µm²'),
('yosys', 'avgSynthCellArea', '9.04', 'µm²'),
('finish', 'ff_latch_area', '0', 'µm²'),
('yosys', 'synth_stat.cells', '303', ''),
('sta', 'worst_pin_slew', '0.330', 'ns'),
('yosys', 'synth_cells', '303', ''),
('pwr', 'pwr_density_cell', '333', 'nW/µm²'),
('drt', 'drt.antenna.violating_nets', '0', ''),
('place', 'gpl.final_weighted_congestion', '0.882', ''),
('global_routing', 'first_pass_grt_wire_length', '9780', 'µm'),
('setup_path', 'worst_ep_required_time', '6.88', 'ns'),
('yosys', 'synthesis.area', '2740', 'µm²'),
('sta', 'final.setup.tns', '0', 'ns'),
('setup_path', 'cp_slowest_stage_delay', '0.53', 'ns'),
('drt', 'vias', '2054', ''),
('floorplan', 'fp_util', '52.6', '%'),
('drt', 'route.antenna.diode_count', '0', ''),
('pwr', 'power.leakage', '1.82', 'nW'),
('drt', 'avgRoutedWirePerCell', '12.9', 'µm'),
('floorplan', 'rows', '26', ''),
('setup_path', 'worst-path-stages', '15', ''),
('min_path', 'timing.hold.worst_endpoint', 'Mul[0]', ''),
('yosys', 'synth_sequential_area_ratio', '0', '%'),
('sta', 'final-setup-viol-count', '0', ''),
('clocking', 'postCtsSetupRepairBufs', '0', ''),
('setup_path', 'timing.critical_path.cells', 'clkdlybuf4s50_1, nand2_2, fa_1, inv_1, fa_1, fa_1, fa_1, fa_1, ha_1, nand2_1, or4_4, a32oi_4, a31oi_1, xnor2_1, clkdlybuf4s50_1', ''),
('global_routing', 'grt_pass1_vias', '2157', ''),
('finish', 'flop-count', '0', ''),
('global_routing', 'gr-usage-all-layers', '22.7', '%'),
('setup_path', 'critical_path.top_delay_family', 'adder cells', ''),
('floorplan', 'die_height', '76.0', 'µm'),
('floorplan', 'die_width', '76.0', 'µm'),
('sta', 'max_slew_margin', '77.8', '%'),
('place', 'post-dp-hpwl', '4900', 'µm'),
('floorplan', 'ios', '27', ''),
('finish', 'nFillCells', '445', ''),
('setup_path', 'worst-endpoint-arrival', '6.66', 'ns'),
('sta', 'fmaxAchievable', '119', 'MHz'),
('drt', 'drt-initial-drc-count', '59', ''),
('finish', 'clock_buffers', '0', ''),
('min_path', 'worstHoldPathCells', '7', ''),
('sta', 'timing.final.ws_setup', '0.220', 'ns'),
('setup_path', 'critPathLaunchType', 'input pin', ''),
('min_path', 'min_from', 'A[0]', ''),
('sta', 'post-route-min-period', '8.38', 'ns'),
('global_routing', 'global_route.overflow_total', '0', ''),
('sta', 'period_used_share', '97.4', '%'),
('yosys', 'synth.top_cell.area_share', '48.2', '%'),
('setup_path', 'timing.critical_path.fanout_max', '3', ''),
('global_routing', 'antenna_found_initial', '0', ''),
('setup_path', 'critical_path.endpoint_type', 'primary output', ''),
('drt', 'avgViaCountPerCell', '4.84', ''),
('yosys', 'yosysChipArea', '2740', 'µm²'),
('finish', 'fraction_of_layout_instances_using_a_drive_strength_above_1', '11.9', '%'),
('run', 'max-cap-violations', '0', '');
## what timing repair did
item	CTS	global route
endpoints found under the hold margin	0	0
pin swaps	2	7
gates resized	6	19
setup endpoints to repair	6	7
## kinds of logic (layout without fill, tap and decap cells)
logic type               count (synthesis)  after routing  synth area share [%]
buffers and inverters                   76            127                  10.5
XOR/XNOR                                17             17                  5.44
adder cells (fa/ha/maj)                 96             96                  61.9
AND-OR/OR-AND                           19             19                  4.66
AND/OR/NAND/NOR                         95             95                  17.5
## area by class of cell
type / instances / area, µm² / area share (%)
multi-input cells: 227 / 2500 / 74.1
repair buffers: 58 / 524 / 15.6
well taps: 70 / 87.6 / 2.60
inverters: 69 / 259 / 7.69
## worst max path at each step
stage | startpoint | end
6_report | A[8] | Mul[8]
5_1_grt | A[8] | Mul[8]
4_1_cts | A[6] | Mul[6]
## synth_stat cells, types with 2 or more instances
cell type / instances
nor2_1: 3
fa_1: 66
and2_1: 29
nand3_1: 2
nor3_1: 2
ha_1: 30
clkbuf_1: 6
nand2_1: 47
a21o_1: 2
xnor2_1: 13
inv_1: 69
nand2b_1: 2
a21oi_1: 6
xor2_1: 4
o21ai_0: 3
nor2b_1: 6
## placed cells by master, fill, tap and decap left out, drive strengths merged, types with 2 or more instances in the layout
cell type      instances
clkdlybuf4s50         11
xor2                   4
a21oi                  6
fa                    66
nand2b                 2
a21o                   2
nand2                 47
nor2                   3
dlymetal6s2s          11
dlygate4sd2            5
ha                    30
nand3                  2
xnor2                 13
buf                   31
nor3                   2
nor2b                  6
o21ai                  4
inv                   69
and2                  29
## tightest hold or removal path, delay by kind of cell
kind,cells,cell delay (ns)
buffers and inverters,3,0.71
xor gates and xnor gates,1,0.08
AOI/OAI and AO/OA,2,0.25
and+or+nand+nor,1,0.12
## power by group
| part | switching [W] | internal, W |
|---|---|---|
| clock | 0 | 0 |
| combinational | 0.000465 | 0.000657 |
| sequential | 0 | 0 |
| total | 0.000465 | 0.000657 |
## per-stage QoR
stage          total power [W]  hold WS, ns  std cells  utilization [%]  area (µm²)
6_report               0.00112         4.60        424             64.7        3370
5_1_grt                0.00128         4.69        424             64.7        3370
4_1_cts                0.00114         4.90        424             63.5        3310
3_5_place_dp           0.00112         4.89        424             63.4        3300
3_3_place_gp           0.00112         4.90        424             63.4        3300
2_1_floorplan         0.000640         3.70        303                -        2740
## per-layer routing
layer / GRT usage [%] / share of wire, % / up-vias
met5: 0 / 0 / -
li1: - / - / 1006
met3: 1.70 / 2.5 / 2
met4: 1.54 / 0.26 / 0
met2: 39.0 / 53 / 25
met1: 35.5 / 44 / 1021
No activity file was given, so power comes from the tool's default toggle rates.
