### design/flow/run.sh
#!/bin/bash
# OpenROAD 26Q1-2900-gdf79404cd8, Yosys 0.63+post, stock flow scripts
make -C /OpenROAD-flow-scripts/flow DESIGN_CONFIG=/design/flow/config.mk WORK_HOME=/design/flow/orfs finish
### design/flow/config.mk
export PLATFORM = sky130hd
export DESIGN_NAME = Add
export DESIGN_NICKNAME = Add
export VERILOG_FILES = /design/flow/design.v
export SDC_FILE = /design/flow/constraint.sdc
export NUM_CORES = 4
export LEC_CHECK = 1
export CORE_AREA = 10 10 70 70
export DIE_AREA = 0 0 80 80
### design/flow/constraint.sdc
current_design Add

set clk_period 6.7
set clk_io_pct 0.2

create_clock -name clk0 -period $clk_period

set non_clock_inputs [all_inputs -no_clocks]
set_input_delay [expr $clk_period * $clk_io_pct] -clock clk0 $non_clock_inputs
set_output_delay [expr $clk_period * $clk_io_pct] -clock clk0 [all_outputs]
### design/flow/design.v
module Add(A, B, Add);
	input signed [9-1:0] A, B;
	output [9-1:0] Add;
	assign Add = A + B;
endmodule
==> flow_summary.toml <==
# generated from flow reports
[timing]
tns_ps = 0
setup_viol = 0
rsz0062_at_grt = "false"
fmax_mhz = 201
tightest_slew_ps = 320
fin_crit_sh_pct = 74.4
maxSlewViolCount = 0
min_period_ps = 4990
hold_violations = 0
slew_headroom_pct = 78.7

[pwr]
p_leak_uw = 0.000260
cellPowerDensity_nw_per_um2 = 91.4
ir_drop_uv = 32.5

[finish]
design.seq.count = 0
logic_area_sq_um = 342
post-route-util_pct = 19.7
clkbuf_count = 0
seq_area_sq_um = 0
fillers = 380
syn_to_final_growth_pct = 94.9
drive_gt1_share_pct = 5.88

[min_path]
hold_end = "Add[0]"
holdPathStages = 3
hp-start = "B[0]"
hold_class = "primary input to primary output"

[floorplanning]
placementRows = 21
die_y_um = 80
coreArea_sq_um = 3420
pin_count = 27
chip_area_sq_um = 6400
initCoreUtil_pct = 10.1
die_w_um = 80

[place]
gp_congestion = 0.786
dp.final_hpwl_um = 1070
portBuffers = 27

[synthesis]
synth_warnings = 0
ys_types = 21
syn_area_sq_um = 345
avgSynthCellArea_sq_um = 8.42
yosysSeqAreaShare_pct = 0
synth-area-yosys_sq_um = 345
yosys_cells = 41
syn_inst = 41

[detailed_routing]
detail_route.wl_per_cell_um = 10.3
vias = 389
via_per_inst = 3.41
wl_um = 1180
drc = 0
drt_first_iter_violations = 5
drt_first_pass_iters = 2
ant_nets = 0
insertedDiodeCount = 0

[run]
tool_warnings = 32
maxCapViolCount = 0

[worst_setup_path]
arrival_ps = 3650
worst_setup_path_end_kind = "primary output"
crit_type = "primary input to primary output"
worst-path-max-fanout = 3
crit_required_ps = 5360
crit_path_start_kind = "primary input"

[grt]
grt_pass1_wl_um = 1880
gr-total-overflow = 0
antenna_found_initial = 0
track_usage_pct = 3.42
grt_pass1_vias = 391
grt_start_max_net_pins = 6

[clock_tree]
ctsHoldBuffers = 0
cts-resized-gates = 0
post_cts_buffers = 0

[outcome]
status = "finished, final reports clean"
-- routing by layer --
| metal | up-vias | wire (um) | GRT usage [%] |
|---|---|---|---|
| li1 | 210 | - | - |
| met1 | 160 | 604 | 4.63 |
| met2 | 19 | 424 | 5.14 |
| met3 | 0 | 149 | 1.59 |
| met4 | 0 | 0 | 0 |
| met5 | - | 0 | 0 |
-- cell usage in the layout, fill, tap and decap left out, drive strengths merged, types with 2 or more instances in the layout --
cell / netlist / layout
a21o: 2 / 2
a21oi: 5 / 5
clkdlybuf4s50: 0 / 27
ha: 8 / 8
nand2: 4 / 4
nor3: 2 / 2
o21ai: 2 / 2
xnor2: 5 / 5
xor2: 2 / 2
-- cell type report --
type                       instances  share of cell area [%]
inverter                           1                   0.558
multi-input combinational         40                    50.7
tap                               46                    8.55
timing repair buffer              27                    40.1
-- worst max-delay path, cell delays in order --
cell and delay (ps):
clkdlybuf4s50_1 400, ha_1 250, fa_1 410, a21o_2 230, a21oi_2 200, o21ai_0 150
xor2_1 160, clkdlybuf4s50_1 500
-- synthesized netlist by cell type, drive strengths merged (2+ instances only) --
master	count	area, sq um
ha	8	100
a21oi	5	28.8
xnor2	5	43.8
nand2	4	15.0
a21o	2	16.3
nor3	2	10.0
o21ai	2	10.0
xor2	2	17.5
-- where the power goes --
group          leakage, uW  internal, uW  switching [uW]
clock network            0             0               0
logic             0.000260          40.5            21.0
registers                0             0               0
-- logic make-up after synthesis --
kind of cell / count (synthesis) / share of synthesized area (%)
AOI/OAI and AO/OA: 14 / 30.1
adders and majority gates: 9 / 34.8
and+or+nand+nor: 9 / 13.4
xor gates and xnor gates: 7 / 17.8
muxes: 1 / 2.90
buffers and inverters: 1 / 1.09
-- per-stage QoR --
step	total power (uW)	instance area [sq um]	cells	hold WS [ps]	setup slack (ps)
floorplan	25.1	345	41	2750	2730
global placement	61.8	673	114	3720	1720
detailed placement	62.4	673	114	3720	1720
CTS	62.9	673	114	3720	1690
global route	68.7	673	114	3750	1540
finish	61.5	673	114	3710	1710
-- worst max-delay path by stage --
stage | startpoint | cells past startpoint | slack (ps) | to
CTS | A[0] | 8 | 1690 | Add[6]
global route | B[0] | 8 | 1540 | Add[6]
finish | A[0] | 8 | 1710 | Add[6]
No activity file was given, so power comes from the tool's default toggle rates.
